## /design/flow/design.v

```verilog
`timescale 1ns / 1ps
module LOBOq2_10bit_1C_v2(
    input [15:0] x,
    input [15:0] y,
    output [31:0] p
    );
wire [16:0] pp_rad4_0;
wire [16:0] pp_rad4_1;
wire [16:0] pp_rad4_2;
wire [2:0] sign_factor;
rad4_gen rad4_gen1( 
	.x1(x[15:9]), .y(y),
	.pp_rad4_0(pp_rad4_0),
	.pp_rad4_1(pp_rad4_1),
	.pp_rad4_2(pp_rad4_2),
	.sign_factor(sign_factor));
wire [12:0] PP_oa;
wire [24:0] PP_ob;
rad1024_gen_LOBO rad1024_gen_v1( 
  .x2(x[9:0]),.y(y),
  .PP_oa(PP_oa),
  .PP_ob(PP_ob));
pp_tree_red_v2 wallace_tree_quant(
	.pp_rad4_0(pp_rad4_0),
	.pp_rad4_1(pp_rad4_1),
	.pp_rad4_2(pp_rad4_2),
	.PP_oa(PP_oa),
        .PP_ob(PP_ob),
        .sign_factor(sign_factor),
	.p(p));
endmodule 
module code(one,two,sign,y2,y1,y0);  
	input y2,y1,y0;                     
	output one,two,sign;                
	wire [1:0]k;                        
	xor x1(one,y0,y1);                  
	xor x2(k[1],y2,y1);                 
	not n1(k[0],one);                   
	and a1(two,k[0],k[1]);              
	assign sign=y2;                     
endmodule        
module rad4_gen( x1,y,pp_rad4_0,pp_rad4_1,pp_rad4_2,sign_factor);
    input [15:0] y;
    input [6:0] x1;
    output [16:0] pp_rad4_0;
    output [16:0] pp_rad4_1;
    output [16:0] pp_rad4_2;
    output [2:0] sign_factor;
    wire [2:0] one,two,sign;
    code code0(one[0],two[0],sign[0],x1[2],x1[1], x1[0]);
    code code1(one[1],two[1],sign[1],x1[4],x1[3], x1[2]);
    code code2(one[2],two[2],sign[2],x1[6],x1[5], x1[4]);
    wire [16:0] tmp1_pp; 
    assign tmp1_pp = {y[15],y};  
    wire [17:0] out1;
    assign out1[0] = sign[0];
    genvar i;
    generate
        for ( i = 0; i < 17; i = i+1 )
            begin : pp_rad4_first 
            product pp_pr(tmp1_pp[i],out1[i],one[0],two[0],sign[0],pp_rad4_0[i],out1[i+1]);
            end
    endgenerate
    wire[17:0] out2;
    assign out2[0] = sign[1];
    genvar i2;
    generate
        for ( i2 = 0; i2 < 17; i2 = i2+1 )
            begin : pp_second 
            product pp_pr(tmp1_pp[i2],out2[i2],one[1],two[1],sign[1],pp_rad4_1[i2],out2[i2+1]);
            end
    endgenerate
    wire [17:0] out3;
    assign out3[0] = sign[2];
    genvar i3;
    generate
        for ( i3 = 0; i3 < 17; i3 = i3+1 )
            begin : pp_third 
            product pp_pr(tmp1_pp[i3],out3[i3],one[2],two[2],sign[2],pp_rad4_2[i3],out3[i3+1]);
            end
    endgenerate
    genvar i_sign;
    generate
        for ( i_sign = 0; i_sign < 3; i_sign = i_sign+1 )
            begin : sgn_fac
            sgn_gen sgn_genXX(one[i_sign],two[i_sign],sign[i_sign],sign_factor[i_sign]);
            end
    endgenerate
endmodule
module product(x1,x0,one,two,sign,p,i);
	input x1,x0,sign,one,two;
	output p,i;
	wire [1:0] k;
	xor xo1(i,x1,sign);
	and a1(k[1],i,one);
	and a0(k[0],x0,two);
	or o1(p,k[1],k[0]);
endmodule
module sgn_gen(one,two,sign,sign_factor);
	input sign,one,two;
	output sign_factor;
	wire k;
	or o1(k,one,two);
	and a1(sign_factor,sign,k);
endmodule
module rad1024_gen_LOBO(x2,y,PP_oa,PP_ob);
input [15:0] y;
input [9:0] x2;
output [12:0] PP_oa;
output [24:0] PP_ob;
wire [9:0] abs_x2;
wire [4:0] k_x2;
wire [2:0] k_x_enc;
wire zero_x2;
sec_complement_w10 x0_abs_gen
		(
            .data_in(x2), 
            .sign(x2[9]),
            .data_out(abs_x2) 
        );
LOD10_quant lod_x_2(abs_x2,zero_x2,k_x2);
PriorityEncoder_5 enc_kx(
            .data_i(k_x2),
            .code_o(k_x_enc));
wire [3:0] k_y;
wire [1:0] k_y_enc;
wire [15:0] y_abs;
wire zero_y;
sec_complement_w16 y_abs_gen 
		(
            .data_in(y), 
            .sign(y[15]),
            .data_out(y_abs) 
        );	
LOD16_quant lod_y(y_abs[15:12],zero_y,k_y);
PriorityEncoder_4 enc_ky(
            .data_i(k_y),
            .code_o(k_y_enc));
wire [9:0] x20;  
assign x20[9:6] =  abs_x2[9:6] & (~(k_x2[4:1]));
assign x20[5:1] =  abs_x2[5:1];
assign x20[0] =  abs_x2[0] & (~(k_x2[0]));
wire prod_sign;
wire [9:0] tmp_out0;
wire [15:0] tmp_out1;
wire [9:0] x20_signed;
wire [15:0] y_signed;
assign prod_sign = x2[9] ^ y[15];
sec_complement_w10 x20_sign_gen 
		(
            .data_in(x20), 
            .sign(prod_sign),
            .data_out(tmp_out0) 
        );
sec_complement_w16 y_sign_gen 
		(
            .data_in(y_abs), 
            .sign(prod_sign),
            .data_out(tmp_out1) 
        );
assign y_signed = (!zero_x2 ) ? tmp_out1 : 16'b0;			
assign x20_signed = (!zero_y) ? tmp_out0 : 10'b0;
Barrel27L_10_quant gen_P0b(
	     .shift_i(k_x_enc),
             .data_i(y_signed),
             .data_o(PP_ob));
Barrel13L_16 gen_P0a(
            .data_i(x20_signed),
            .shift_i(k_y_enc),
            .data_o(PP_oa));
endmodule 
module LOD16_quant(
    input [3:0] data_i,
    output zero_o,
    output [3:0] data_o
    );
	 wire zdet;
	 assign zdet = data_i[3] | data_i[2] | data_i[1] | data_i[0];
	 assign zero_o = ~zdet;
	 LOD4 lod4_1 (
		.data_i(data_i), 
		.data_o(data_o)
	 );
endmodule
module LOD10_quant(
    input [9:0] data_i,
    output zero_o,
    output [4:0] data_o
    );
     wire zdet;
     wire [4:0] tmp_in;	 
    assign tmp_in[3:1] = data_i[8:6];
    assign tmp_in[0] = |data_i[5:0];
    assign zdet = data_i[9] | tmp_in[3] | tmp_in[2] | tmp_in[1] | tmp_in[0];
    assign zero_o = ~( zdet);
    LOD4 lod4_1 (
        .data_i(tmp_in[3:0]), 
        .data_o(data_o[3:0])
    );
  assign	data_o[4] = data_i[9];
endmodule
module LOD3(
    input [2:0] data_i,
    output [2:0] data_o
    );
	 wire mux0;
	 wire mux1;
	 assign mux1 = (data_i[2]==1) ? 1'b0 : 1'b1;
	 assign mux0 = (data_i[1]==1) ? 1'b0 : mux1;
	 assign data_o[2] = data_i[2];
	 assign data_o[1] =(mux1 & data_i[1]);
	 assign data_o[0] =(mux0 & data_i[0]);
endmodule
module LOD4(
    input [3:0] data_i,
    output [3:0] data_o
    );
	 wire mux0;
	 wire mux1;
	 wire mux2;
	 assign mux2 = (data_i[3]==1) ? 1'b0 : 1'b1;
	 assign mux1 = (data_i[2]==1) ? 1'b0 : mux2;
	 assign mux0 = (data_i[1]==1) ? 1'b0 : mux1;
	 assign data_o[3] = data_i[3];
	 assign data_o[2] =(mux2 & data_i[2]);
	 assign data_o[1] =(mux1 & data_i[1]);
	 assign data_o[0] =(mux0 & data_i[0]);
endmodule
module LOD2(
    input [1:0] data_i,
    output [1:0] data_o
    );
	 assign data_o[1] =(data_i[1]);
	 assign data_o[0] =(~data_i[1] & data_i[0]);
endmodule
module Muxes2in1Array2(
    input [1:0] data_i,
    input select_i,
    output [1:0] data_o
    );
	assign data_o[1] = select_i ? data_i[1] : 1'b0;
	assign data_o[0] = select_i ? data_i[0] : 1'b0;
endmodule
module Muxes2in1Array4(
    input [3:0] data_i,
    input select_i,
    output [3:0] data_o
    );
	assign data_o[3] = select_i ? data_i[3] : 1'b0;
	assign data_o[2] = select_i ? data_i[2] : 1'b0;
	assign data_o[1] = select_i ? data_i[1] : 1'b0;
	assign data_o[0] = select_i ? data_i[0] : 1'b0;
endmodule
module PriorityEncoder_4(
    input [3:0] data_i,
    output reg [1:0] code_o
    );
	always @*
		case (data_i)
	     4'b0001 : code_o = 2'b00;
         4'b0010 : code_o = 2'b01;
         4'b0100 : code_o = 2'b10;
		 default  : code_o = 2'b11;
		endcase		
endmodule
module PriorityEncoder_5(
    input [4:0] data_i,
    output reg [2:0] code_o
    );
	always @*
	case (data_i)
	 5'b00001 : code_o = 3'b000;
         5'b00010 : code_o = 3'b001;
         5'b00100 : code_o = 3'b010;
         5'b01000 : code_o = 3'b011;
	  default  : code_o = 3'b100;
		endcase		
endmodule
module Barrel13L_16(
    input [9:0] data_i,
    input [1:0] shift_i,
    output reg [12:0] data_o
    );
	wire [12:0] tmp;
    assign tmp = {{3{data_i[9]}},data_i};
   always @*
      case (shift_i)
         2'b00: data_o = tmp;
         2'b01: data_o = tmp << 1;
         2'b10: data_o = tmp << 2;
         default: data_o = tmp << 3;
      endcase
endmodule
module Barrel27L_10_quant(
    input [15:0] data_i,
    input [2:0] shift_i,
    output reg [24:0] data_o
    );
	wire [24:0] tmp;
   assign tmp = {{9{data_i[15]}},data_i};
   always @*
      case (shift_i)
         3'b000: data_o = tmp;
         3'b001: data_o = tmp << 6;
         3'b010: data_o = tmp << 7;
         3'b011: data_o = tmp << 8;
         default: data_o = tmp << 9;
      endcase
endmodule
module pp_tree_red_v2(pp_rad4_0,pp_rad4_1,pp_rad4_2,PP_oa,PP_ob,sign_factor,p);
input [16:0] pp_rad4_0;
input [16:0] pp_rad4_1;
input [16:0] pp_rad4_2;
input [12:0] PP_oa;
input [24:0] PP_ob;
input [2:0] sign_factor;
output [31:0] p;
wire [4:0] E_MSB;
not n1(E_MSB[0],PP_ob[24]);
not n2(E_MSB[1],PP_oa[12]);
not n3(E_MSB[2],pp_rad4_0[16]);
not n4(E_MSB[3],pp_rad4_1[16]);
not n5(E_MSB[4],pp_rad4_2[16]);
wire [15:0] sum00_FA;
wire [15:0] carry00_FA;
wire [15:0] tmp001_FA;
wire [15:0] tmp002_FA;
wire [15:0] tmp003_FA;
assign tmp001_FA = {E_MSB[0],PP_ob[24:10]};
assign tmp002_FA = {E_MSB[1],PP_oa, 2'b0};
assign tmp003_FA = {pp_rad4_0[15:0]};
genvar i001;
generate
	for (i001 = 0; i001 < 16; i001 = i001 + 1)
		begin : pp_fad00
		FAd pp_fad(tmp001_FA[i001],tmp002_FA[i001], tmp003_FA[i001], carry00_FA[i001],sum00_FA[i001]);
		end
endgenerate
wire sum00_HA;
wire carry00_HA;
assign sum00_HA = ~pp_rad4_0[16];
assign carry00_HA = pp_rad4_0[16];
wire sum01_FA;
wire carry01_FA;
wire [16:0] sum01_HA;
wire [16:0] carry01_HA;
wire [16:0] tmp011_HA;
wire [16:0] tmp012_HA;
assign tmp011_HA = {1'b1,E_MSB[3],pp_rad4_1[16:3],pp_rad4_1[0]};
assign tmp012_HA = {pp_rad4_2[16:1],sign_factor[1]};
genvar i010;
generate
	for (i010 = 0; i010 < 17; i010 = i010 + 1)
		begin : pp_had01
		HAd pp_had(tmp011_HA[i010],tmp012_HA[i010],carry01_HA[i010],sum01_HA[i010]);
		end
endgenerate
FAd pp_fad010(pp_rad4_1[2],pp_rad4_2[0],sign_factor[2],carry01_FA,sum01_FA);
wire [16:0] sum10_FA;
wire [16:0] carry10_FA;
wire[16:0] tmp100;
wire[16:0] tmp101;
wire[16:0] tmp102;
assign tmp100 = {1'b1,E_MSB[2],sum00_HA,sum00_FA[15:2]};
assign tmp101 = {sum01_HA[14],carry00_HA,carry00_FA[15:1]};
assign tmp102 = {carry01_HA[13],sum01_HA[13:1],sum01_FA,pp_rad4_1[1],sum01_HA[0]};
genvar i11;
generate
	for(i11 = 0; i11 < 17; i11 = i11 +1 )
		begin : pp_fad10
		FAd pp_fad(tmp100[i11],tmp101[i11],tmp102[i11],carry10_FA[i11],sum10_FA[i11]);
		end
endgenerate
wire [2:0] tmp100_HA;
wire [2:0] tmp101_HA;
wire [2:0] sum10_HA;
wire [2:0] carry10_HA;
assign tmp100_HA = {E_MSB[4],sum01_HA[16:15]};
assign tmp101_HA = {carry01_HA[16:14]};
genvar i12;
generate
	for (i12 = 0; i12 < 3; i12 = i12 + 1)
		begin : pp_had10000
		HAd pp_had(tmp100_HA[i12],tmp101_HA[i12],carry10_HA[i12],sum10_HA[i12]);
		end
endgenerate
wire [13:0] sum20_FA;
wire [13:0] carry20_FA;
wire [4:0] sum20_HA;
wire [4:0] carry20_HA; 
wire[4:0] tmp200_HA;
wire[4:0] tmp201_HA;
assign tmp200_HA = {sum10_HA,sum10_FA[16],sum10_FA[2]};
assign tmp201_HA = {carry10_HA[1:0],carry10_FA[16:15],carry10_FA[1]};
genvar i20;
generate
	for(i20 = 0; i20 < 5; i20 = i20 +1 )
		begin : pp_had20 
		HAd pp_had(tmp200_HA[i20],tmp201_HA[i20],carry20_HA[i20],sum20_HA[i20]);
		end
endgenerate
wire[13:0] tmp200_FA;
wire[13:0] tmp201_FA;
wire[13:0] tmp202_FA;
assign tmp200_FA = {sum10_FA[15:3],sum10_FA[1]};
assign tmp201_FA = {carry10_FA[14:2],carry10_FA[0]};
assign tmp202_FA = {carry01_HA[12:1],carry01_FA,carry01_HA[0]};
genvar i21;
generate
	for(i21 = 0; i21 < 14; i21 = i21 +1 )
		begin : pp_fad20
		FAd pp_fad(tmp200_FA[i21],tmp201_FA[i21],tmp202_FA[i21],carry20_FA[i21],sum20_FA[i21]);
		end
endgenerate
wire [31:0] tmp_ADD1;
wire [31:0] tmp_ADD2;
assign tmp_ADD1 = {sum20_HA[4:1],sum20_FA[13:1],sum20_HA[0],sum20_FA[0],sum10_FA[0],sum00_FA[1:0],10'b0};
assign tmp_ADD2 = {carry20_HA[3:1],carry20_FA[13:1],carry20_HA[0],carry20_FA[0],1'b0,1'b0,carry00_FA[0],sign_factor[0],PP_ob[9:0]};
assign p = tmp_ADD1 + tmp_ADD2;
endmodule 
module HAd(a,b,c,s);
	input a,b;
	output c,s;
	xor x1(s,a,b);
	and a1(c,a,b);
endmodule
module FAd(a,b,c,cy,sm);
	input a,b,c;
	output cy,sm;
	wire x,y,z;
	xor x1(x,a,b);
	xor x2(sm,x,c);
	and a1(y,a,b);
	and a2(z,x,c);
	or o1(cy,y,z);
endmodule
module sec_complement_w10
  (
   input [9:0] data_in,
   input sign,
   output [9:0] data_out
   );
  genvar  ii;
  generate
    for (ii=0; ii<10; ii=ii+1) 
      begin: pc
	   assign data_out[ii] = data_in[ii] ^ (sign);
      end
  endgenerate
endmodule  
module sec_complement_w16
  (
   input [15:0] data_in,
   input sign,
   output [15:0] data_out
   );
  genvar  ii;
  generate
    for (ii=0; ii<16; ii=ii+1) 
      begin: pc
 	 assign data_out[ii] = data_in[ii] ^ (sign);
      end
  endgenerate
endmodule  
`timescale 1ns / 10ps
module mult_top(
    input clk,
    input  [15:0] x,
    input  [15:0] y,
    output reg [31:0] p_out
    );
    wire [31:0] P_vec;
    reg [15:0] X_vec;
    reg [15:0] Y_vec;
    LOBOq2_10bit_1C_v2 mult(X_vec,Y_vec,P_vec); 
    always @(posedge clk) 
    begin
        p_out = P_vec;
        X_vec = x;
        Y_vec = y;
    end
endmodule 
```

## /design/flow/run.sh

```bash
#!/bin/bash
# OpenROAD 26Q1-2900-gdf79404cd8, Yosys 0.63+post, stock flow scripts
make -C /OpenROAD-flow-scripts/flow DESIGN_CONFIG=/design/flow/config.mk WORK_HOME=/design/flow/orfs finish
```

## /design/flow/config.mk

```make
export PLATFORM = sky130hd
export DESIGN_NAME = mult_top
export DESIGN_NICKNAME = mult_top
export VERILOG_FILES = /design/flow/design.v
export SDC_FILE = /design/flow/constraint.sdc
export NUM_CORES = 4
export LEC_CHECK = 1
export CORE_UTILIZATION = 40
```

## /design/flow/constraint.sdc

```tcl
current_design mult_top

set clk_period 9.7
set clk_io_pct 0.2

create_clock -name clk0 -period $clk_period [get_ports {clk}]

set non_clock_inputs [all_inputs -no_clocks]
set_input_delay [expr $clk_period * $clk_io_pct] -clock clk0 $non_clock_inputs
set_output_delay [expr $clk_period * $clk_io_pct] -clock clk0 [all_outputs]
```

==> reports/notes.md <==
With the worst-margin pin slew at 0.7932 ns, the total routing resource utilization after global routing is 20.76%. The final report gives the standard cell area, fillers excluded, as 0.007737 mm2. For reference, the post-synthesis area per instance comes to 8.109 um2. The power per cell area is 262.9 mW/mm2. Per the skew report, the later register of the worst-skew pair sees a clock latency of 0.34 ns.

The tools report the number of antenna violations at the first check in global routing as 0. The share of layout cells above drive strength 1 was 5.654%; the count of pins on the block boundary was 65. The worst voltage drop across the vdd grid is 0.1457 mV, and the static leakage is 3.245 nW.

In the global route stage, met3 resource usage came out at 4.610%. For this run, the top clock speed supported by timing is 159.4 MHz. The report puts the hold buffer count at CTS at 0. For the placement-stage cell area, the log shows 0.007465 mm2.

The count of nets left with antenna violations once routing finished came out at 0. From bottom edge to top edge, the die measures 131.7 um. In this run the layout overhead on the synthesized area is reported as 14.97%.

The critical path is of the reg -> reg type. For the count of final max-slew check failures, the log shows 0. Yosys reported a register bit count of 64. In the synthesized netlist the dominant register cell turns out to be dfxtp_1.

In this run the maximum-capacitance check reported violations numbering 0. Across the whole layout, storage elements account for 0.001282 mm2. The leftover overflow at the end of global routing came out at 0. With the logic depth of the worst register-to-register path at 17, the first-pass detailed-route iteration total is 5. In this run the core area contains 47 standard-cell rows. On the critical path the data arrives at 6.47 ns. In this run the clock root is driven by a clkbuf_16.

TritonRoute output was used to compute an average wire per cell of 15.99 um. The final setup slack of the worst path came out at 3.425 ns. Per the OpenROAD floorplan log, the area of the die is 0.01735 mm2. The run gives 12680 um for the detailed placer's ending HPWL. TritonCTS built the clock tree.

Summed over all layers, the routed wires come to 17090 um. For reference, the final report shows the hold violation count at 0. The tools report the violation count after the first detailed-routing iteration as 715.

met2 track demand over resource after global routing is 30.69%. The unique cell type count in the Yosys netlist was 69; the worst setup slack after placement was 3.471 ns. Async set-reset flop share out of synthesis: 0%. For this design, Yosys synthesis ends with a cell count of 830. The detailed placer reported the number of placed instances as 1053.

The number of gates resized after cts is 0. Across all checked pins, the minimum headroom to the slew limit is 45.75%. Switching power as a fraction of the total was reported as 43.30%. The startpoint kind of the worst setup timing path is a flip-flop. In the routed netlist, the antenna diode instances number 0. TritonRoute reported its final design rule violation total as 0. The synthesized netlist handed to floorplanning was reported with a cell count of 830.

The flow reports that sequential cells draw 18.2% of the design power. The maximum root-to-sink buffer count is 2, and the count of port buffers added during placement is 64. The placer's final routability congestion estimate was 0.8936; the mapped cell area was 0.006730 mm2.

The die is 131.7 um wide. The report gives the cell count of the worst hold path as 3. The portion of total power attributed to the clock network was 14.7%. The power report attributes to the combinational group a share of 67.1%.

The tools report the endpoint required time on the critical path as 9.90 ns. After the flow finishes, the layout carries non-filler instances totaling 1069. The worst-path maximum fanout is 58. The run gives 0.7645 ns for the worst slack on hold paths. Fill cells in the final layout number 1648. For the total number of H-tree levels, the log shows 3. The internal portion of the total power is 1.153 mW. The routed design shows a via density per instance of 5.555. The proportion of synthesized chip area in sequential cells was 19.04%; the number of buffers added for setup after CTS was 0. The wire length of the first global-routing pass came out at 28180 um. Setup repair after global routing left no endpoint under its margin. The via count of the first global-routing pass is 5258. The core region is 0.01652 mm2. For this configuration, the core starts out at a cell density of 40.73%. The worst setup path is captured at a flip-flop. The multi-input combinational cell area was 0.004857 mm2; the minimum clock period was 6.275 ns.

The final layout reports a setup TNS of 0 ns. The run finished with clean final reports. The switching component of the power was reported as 0.8808 mW. For the count of vias placed by the detailed router, the log shows 5938. The layer flagged by global routing as most heavily used is met1. The met1 usage in global routing is 32.27%, and the clock edge transition at the registers on the reported setup and hold paths is 0.06 ns. The run gives 64.69% for the final cycle utilization of the critical path. The stat command in Yosys gives a chip area of 0.006730 mm2.

The CTS log lists the clock sinks for this run as 64. The worst min-delay path category is reg -> reg. The synthesized design contains 0 enable-type register cells. Number of warning messages in the yosys log: 5. The OpenROAD warning count was 25. The end-of-flow timing check tallies setup violations at 0.

The clock arrives with 0.005914 ns of skew. The number of clock buffers added by TritonCTS is 9. Entering global routing, the biggest net connects 59 pins.
==> path summary, 6_finish.rpt <==
| kind | from | end | slack (ns) |
|---|---|---|---|
| worst max-delay path | X_vec[9] | p_out[28] | 3.42 |
| worst max register to register | X_vec[9] | p_out[28] | 3.42 |
| worst min register to register | Y_vec[0] | p_out[0] | 0.76 |
| worst min-delay path | Y_vec[0] | p_out[0] | 0.76 |
==> routing by layer <==
layer / vias up / part of all wire [%]
met3: 20 / 6.4
met4: 0 / 1.8
met2: 169 / 45
met1: 2793 / 47
met5: - / 0
li1: 2956 / -
==> stage by stage <==
step                      utilization (%)  power, mW
after global routing                46.82      2.252
after floorplan                         -      1.391
after detailed placement            45.17      1.748
final                               46.82      2.034
after global placement              45.17      1.751
after CTS                           46.82      2.064
==> registers in the layout (all words and copies together), names as in the netlist <==
register,cells
p_out,32
X_vec,16
Y_vec,16
==> power groups by stage <==
stage / sequential (mW) / combinational [mW] / clock (mW)
CTS: 0.372 / 1.38 / 0.311
global route: 0.378 / 1.55 / 0.322
finish: 0.371 / 1.36 / 0.299
==> logic make-up (layout without fill, tap and decap cells) <==
logic type	after synthesis	in the layout	share of synthesized area, %
flops	64	64	19.04
mux	5	5	0.7622
compound gates	261	261	27.07
buf+inv	152	171	8.793
fa+ha+maj	90	90	21.83
xor+xnor	79	79	10.28
simple gates	179	179	12.23
==> critical path, stage by stage (launching register included) <==
cell and delay (ns):
dfxtp_2 0.31, buf_4 0.30, or4_4 0.59, o21ai_2 0.14, nand2_1 0.09, nand2_1 0.35, nor2_1 0.20, a2111oi_0 0.60
fa_1 0.57, fa_1 0.55, inv_1 0.05, fa_1 0.47, ha_1 0.36, nor2_1 0.06, a2111oi_0 0.72, o2111ai_1 0.26
a21boi_0 0.32, o311ai_0 0.18
==> synthesized netlist by cell type, types with 8 or more instances <==
| library cell | n | share of area (%) |
|---|---|---|
| inv_1 | 72 | 4.0 |
| nor2_1 | 69 | 3.8 |
| dfxtp_1 | 64 | 19 |
| o21ai_0 | 59 | 4.4 |
| clkbuf_1 | 57 | 3.2 |
| nand2_1 | 52 | 2.9 |
| fa_1 | 46 | 14 |
| a21oi_1 | 45 | 3.3 |
| ha_1 | 43 | 8.0 |
| xor2_1 | 41 | 5.3 |
| xnor2_1 | 38 | 4.9 |
| a22oi_1 | 31 | 3.5 |
| a211oi_1 | 16 | 1.8 |
| buf_1 | 15 | 0.84 |
| o22ai_1 | 12 | 1.1 |
| o221ai_1 | 11 | 1.4 |
| a221o_1 | 10 | 1.5 |
| nand3_1 | 9 | 0.67 |
| nor2b_1 | 9 | 0.84 |
| a221oi_1 | 8 | 1.0 |
| a31oi_1 | 8 | 0.74 |
| nor3_1 | 8 | 0.59 |
| o31ai_1 | 8 | 0.89 |
==> cells in the final DEF (no fill, tap or decap), drive strengths merged, types with 3 or more instances in the layout <==
cell,n
a2111oi,7
a211oi,16
a21o,7
a21oi,45
a221o,10
a221oi,8
a222oi,5
a22oi,31
a31oi,8
and2,3
and3,4
buf,18
clkbuf,9
clkdlybuf4s50,64
clkinv,5
dfxtp,64
fa,46
ha,43
inv,73
mux2i,4
nand2,52
nand2b,6
nand3,9
nand4,4
nor2,69
nor2b,9
nor3,8
o2111ai,3
o211ai,4
o21ai,60
o221ai,11
o22a,3
o22ai,12
o31ai,8
or3,3
xnor2,38
xor2,41
==> area by class of cell <==
cell class | count | area share, %
Inverter | 73 | 3.541
Multi-Input combinational cell | 614 | 62.77
Clock inverter | 7 | 0.6145
Clock buffer | 9 | 2.911
Timing Repair Buffer | 82 | 10.03
Sequential cell | 64 | 16.58
Tap cell | 220 | 3.558
No activity file was given, so power comes from the tool's default toggle rates.
